<file path="flow/run.sh">
#!/bin/bash
# OpenROAD 26Q1-2900-gdf79404cd8, Yosys 0.63+post, stock flow scripts
make -C /OpenROAD-flow-scripts/flow DESIGN_CONFIG=/design/flow/config.mk WORK_HOME=/design/flow/orfs finish
</file>
<file path="flow/config.mk">
export PLATFORM = sky130hd
export DESIGN_NAME = SIMD_CU
export DESIGN_NICKNAME = SIMD_CU
export VERILOG_FILES = /design/flow/design.v
export SDC_FILE = /design/flow/constraint.sdc
export NUM_CORES = 4
export LEC_CHECK = 1
export CORE_UTILIZATION = 40
</file>
<file path="flow/constraint.sdc">
current_design SIMD_CU

set clk_period 3.1
set clk_io_pct 0.2

create_clock -name clk0 -period $clk_period [get_ports {clk}]

set non_clock_inputs [all_inputs -no_clocks]
set_input_delay [expr $clk_period * $clk_io_pct] -clock clk0 $non_clock_inputs
set_output_delay [expr $clk_period * $clk_io_pct] -clock clk0 [all_outputs]
</file>
<file path="flow/design.v">
module dff(d,clk,q);
    input d,clk;
    output q;
    reg q=0;
    always @ (posedge clk)
    begin
    q<=d;
    end
endmodule 
module pipo(d, clk, q);
input [7:0]d;
input clk;
output [7:0]q;
    dff uua(d[7], clk, q[7]);
    dff uub(d[6], clk, q[6]);
    dff uuc(d[5], clk, q[5]);
    dff uud(d[4], clk, q[4]);
    dff uue(d[3], clk, q[3]);
    dff uuf(d[2], clk, q[2]);
    dff uug(d[1], clk, q[1]);
    dff uuh(d[0], clk, q[0]);
endmodule
module regfile(clk, en_write, en_read, reg_write_addr,  reg_read_addr1, reg_read_addr2, reg_write_data, reg_read_data1, reg_read_data2 );
input clk;
input en_write;
input en_read;
input [3:0] reg_write_addr;
input [3:0] reg_read_addr1;
input [3:0] reg_read_addr2;
input [7:0] reg_write_data;
reg [7:0] Registers[15:0];
reg [7:0] out_val1;
reg [7:0] out_val2;
output [7:0] reg_read_data1;
output [7:0] reg_read_data2;
initial begin
	Registers[0] <= 8'b00000000;
	Registers[1] <= 8'b00000000;
	Registers[2] <= 8'b00000000;
	Registers[3] <= 8'b00000000;
	Registers[4] <= 8'b00000000;
	Registers[5] <= 8'b00000000;
	Registers[6] <= 8'b00000000;
	Registers[7] <= 8'b00000000;
	Registers[8] <= 8'b00000000;
	Registers[9] <= 8'b00000000;
	Registers[10] <= 8'b00000000;
	Registers[11] <= 8'b00000000;
	Registers[12] <= 8'b00000000;
	Registers[13] <= 8'b00000000;
	Registers[14] <= 8'b00000000;
	Registers[15] <= 8'b00000000;
	Registers[16] <= 8'b00000000;
end
	always @(posedge clk)
	begin
      		if (en_write)
       		begin
			Registers[reg_write_addr] <= reg_write_data;
       		end
	end
   	always @(negedge clk)
	begin
		if(en_read)
		begin
		out_val1 <= Registers[reg_read_addr1];
		out_val2 <= Registers[reg_read_addr2];
		end
	end   
assign reg_read_data1 = en_write ? 8'bz : out_val1;
assign reg_read_data2 = en_write ? 8'bz : out_val2;
endmodule
module SIMD_CU(d,d1,d2,en_write, 
		en_read, reg_write_addr1,
		reg_write_addr2,reg_write_addr3, 
		reg_read_addr1,reg_read_addr2,reg_read_addr3,reg_read_addr4,reg_read_addr5, reg_read_addr6,  
		clk, 
		reg_read_data1, reg_read_data2, reg_read_data3, reg_read_data4,reg_read_data5,reg_read_data6);
	input clk,en_write, en_read;
	input [3:0] reg_write_addr1;
	input [3:0] reg_write_addr2;
	input [3:0] reg_write_addr3;
	input [3:0] reg_read_addr1;
	input [3:0] reg_read_addr2;
	input [3:0] reg_read_addr3;
	input [3:0] reg_read_addr4;
	input [3:0] reg_read_addr5;
	input [3:0] reg_read_addr6;
	input [7:0] d,d1,d2;
	wire [7:0] q,q1,q2;
	output[7:0] reg_read_data1;
	output[7:0] reg_read_data2;
	output[7:0] reg_read_data3;
	output[7:0] reg_read_data4;
	output[7:0] reg_read_data5;
	output[7:0] reg_read_data6;
	pipo p1(d, clk, q);
	pipo p2(d1, clk, q1);
	pipo p3(d2, clk, q2);
	regfile PEM1(clk, en_write, en_read, reg_write_addr1,  reg_read_addr1, reg_read_addr2, q, reg_read_data1, reg_read_data2 );
	regfile PEM2(clk, en_write, en_read, reg_write_addr2,  reg_read_addr3, reg_read_addr4, q1, reg_read_data3, reg_read_data4 );
	regfile PEM3(clk, en_write, en_read, reg_write_addr3,  reg_read_addr5, reg_read_addr6, q2, reg_read_data5, reg_read_data6 );
endmodule
</file>
==> impl_metrics.sql <==
-- load yosys + openroad results
INSERT INTO impl_metrics (metric_group, metric, value, unit) VALUES
('finish', 'final_layout_top_logic_cell', 'sky130_fd_sc_hd__edfxtp_1', ''),
('final_timing', 'unrepaired_setup_endpoints_after_global_routing', 'true', ''),
('die', 'boundaryPins', '111', ''),
('worst_setup_path', 'path_class', 'reg -> out', ''),
('routing', 'ant_nets', '0', ''),
('logic_synthesis', 'netlist_instances', '954', ''),
('cts', 'cts-hold-fix-buffers', '0', ''),
('global_routing', 'wire_length_of_the_first_global_routing_pass', '69900', 'µm'),
('cts', 'cts_inserted_buffers', '50', ''),
('final_timing', 'setup_total_negative_slack', '-9600', 'ps'),
('finish', 'final_cells', '1973', ''),
('logic_synthesis', 'simple_gate_share', '3.37', '%'),
('logic_synthesis', 'top_cell_area_share', '64.8', '%'),
('global_routing', 'grt_max_degree', '33', ''),
('final_timing', 'slew_headroom', '58.6', '%'),
('finish', 'final_layout_size_suffix_gt1_share', '41.4', '%'),
('cts', 'cts_tree', 'yes', ''),
('worst_setup_path', 'cp_num_buf_inv', '1', ''),
('flow_run', 'maxCapViolCount', '0', ''),
('final_timing', 'slew_viol_final', '0', ''),
('routing', 'routed_wire_length_per_instance', '23.5', 'µm'),
('logic_synthesis', 'yosys-mux-area-fraction', '23.1', '%'),
('cts', 'clk_latency', '640', 'ps'),
('logic_synthesis', 'synth.area.top_cells', 'sky130_fd_sc_hd__edfxtp_1 65%, sky130_fd_sc_hd__mux4_2 12%, sky130_fd_sc_hd__mux4_1 10%', ''),
('global_routing', 'globalRouteOverflowTotal', '0', ''),
('die', 'die_outline_area', '0.0509', 'mm²'),
('logic_synthesis', 'synth-cells-yosys', '954', ''),
('logic_synthesis', 'synth.lib_cells_used.distinct', '25', ''),
('routing', 'drcViolationCount', '0', ''),
('finish', 'area.growth.synth_to_final', '23.9', '%'),
('logic_synthesis', 'ys_seq_share', '67.2', '%'),
('cts', 'clk_pin_slew_worst_paths', '60', 'ps'),
('flow_run', 'tool_warnings', '76', ''),
('global_routing', 'via_count_of_the_first_global_routing_pass', '12051', ''),
('cts', 'ctsHtreeMaxLevel', '2', ''),
('routing', 'detail_route.wirelength', '46400', 'µm'),
('logic_synthesis', 'numSynthFlops', '456', ''),
('place', 'placed_cells', '1810', ''),
('worst_setup_path', 'critical_path_required', '2480', 'ps'),
('routing', 'route.antenna.diode_count', '0', ''),
('worst_setup_path', 'timing.critical_path.slowest_cell_delay', '480', 'ps'),
('worst_setup_path', 'crit_slowest_cell', 'sky130_fd_sc_hd__edfxtp_1', ''),
('outcome', 'failed_checks', 'setup timing', ''),
('die', 'die_y', '226', 'µm'),
('finish', 'final_core_util', '50.4', '%'),
('die', 'core_region_area', '0.0492', 'mm²'),
('global_routing', 'grt_util_all_layers', '20.7', '%'),
('logic_synthesis', 'synthXorXnorAreaFrac', '0', '%'),
('routing', 'detailedRoute.firstIterationViolations', '474', ''),
('final_timing', 'setup-violations-final', '48', ''),
('place', 'port-buffer-count', '110', ''),
('die', 'floorplanUtilization', '40.7', '%'),
('power_and_ir_drop', 'peakVddDrop', '0.413', 'mV'),
('logic_synthesis', 'synth.cellmix.compoundShare', '3.60', '%'),
('min_path', 'hold_path.class', 'in -> reg', ''),
('die', 'number_of_rows_in_the_core_area', '81', ''),
('outcome', 'run_status', 'finished, violations left', ''),
('logic_synthesis', 'yosys.stat.chipArea', '0.0200', 'mm²'),
('cts', 'clock_sink_count', '456', ''),
('worst_setup_path', 'cp_top_delay_family', 'flip-flops', ''),
('global_routing', 'antenna_violations_before_repair', '0', ''),
('cts', 'cts-root-buf', 'sky130_fd_sc_hd__clkbuf_16', ''),
('logic_synthesis', 'yosys_warnings', '4', ''),
('routing', 'post_drt_via_cell_ratio', '5.49', ''),
('logic_synthesis', 'postSynth.topFlopCell', 'sky130_fd_sc_hd__edfxtp_1', ''),
('final_timing', 'worst_margin_slew', '620', 'ps'),
('cts', 'cts-root-to-sink-buffers', '3', ''),
('final_timing', 'fin_skew', '71.3', 'ps'),
('final_timing', 'worst_setup_margin', '-329', 'ps'),
('logic_synthesis', 'synth_async_sr_flop_share', '0', '%'),
('place', 'dp_hpwl', '31100', 'µm');
## cells in the mapped netlist, types with 2 or more instances
cell / count
sky130_fd_sc_hd__mux4_2: 108
sky130_fd_sc_hd__buf_1: 3
sky130_fd_sc_hd__mux4_1: 78
sky130_fd_sc_hd__clkbuf_1: 4
sky130_fd_sc_hd__nor2_1: 37
sky130_fd_sc_hd__edfxtp_1: 432
sky130_fd_sc_hd__nand2_1: 54
sky130_fd_sc_hd__mux4_4: 6
sky130_fd_sc_hd__a22oi_1: 96
sky130_fd_sc_hd__nand3b_1: 4
sky130_fd_sc_hd__nor2b_1: 7
sky130_fd_sc_hd__dfxtp_1: 24
sky130_fd_sc_hd__buf_6: 18
sky130_fd_sc_hd__nand2b_1: 7
sky130_fd_sc_hd__nand3_1: 5
sky130_fd_sc_hd__clkdlybuf4s25_2: 18
sky130_fd_sc_hd__or3b_2: 2
sky130_fd_sc_hd__buf_4: 6
sky130_fd_sc_hd__nor4_1: 2
sky130_fd_sc_hd__nor3_1: 14
sky130_fd_sc_hd__and2_1: 6
sky130_fd_sc_hd__and2b_1: 6
sky130_fd_sc_hd__buf_2: 15
## layout make-up
class	instances	area, µm²
fill	3927	24400
sequential	456	13500
multi-input combinational	433	5970
timing repair buffer	280	2660
clock buffer	64	1440
tap	664	831
clock inverter	76	430
## logic make-up (layout without fill, tap and decap cells)
| group | after synthesis | after routing |
|---|---|---|
| DFF | 456 | 456 |
| muxes | 192 | 192 |
| and+or+nand+nor | 145 | 145 |
| AOI/OAI and AO/OA | 96 | 96 |
| buffers and inverters | 65 | 420 |
## power breakdown
group	internal [µW]	total, µW	switching (µW)
clock network	3730	6260	2540
registers	6860	6960	102
logic	580	1060	476
total	11200	14300	3120
## final timing paths
check | cells past startpoint | slack [ps] | endpoint | from
max | 1 | -330 | reg_read_data2[5] | PEM1.out_val2[5]$_DFFE_NP_
min | 1 | 480 | p1.uuc.q$_DFF_P_ | d[5]
max reg2reg | 3 | 60 | PEM3.out_val2[4]$_DFFE_NP_ | PEM3.Registers[3][4]$_DFFE_PP_
min reg2reg | 0 | 670 | PEM3.Registers[10][2]$_DFFE_PP_ | p3.uuf.q$_DFF_P_
## flip-flops by register name, indices dropped and copies added (netlist names), 8 cells and up
signal and cells:
PEM1.Registers 128, PEM1.out_val1 8, PEM1.out_val2 8, PEM2.Registers 128, PEM2.out_val1 8, PEM2.out_val2 8
PEM3.Registers 128, PEM3.out_val1 8, PEM3.out_val2 8
## what timing repair did
item,in CTS,in global routing
gates cloned,7,0
endpoints found under the setup margin,96,92
setup buffers,2,15
resized,188,53
pin swaps,2,1
## through the flow
step           cell area [µm²]  hold slack (ps)
2_1_floorplan            19900              580
3_3_place_gp             22600              661
3_5_place_dp             22600              671
4_1_cts                  24500              441
5_1_grt                  24800              462
6_report                 24800              479
## routing by layer
metal / up-vias / track usage, % / share of wire (%)
met5: - / 0 / 0
met4: 0 / 4.10 / 2.4
met3: 74 / 14.3 / 16
met2: 685 / 31.5 / 49
met1: 5346 / 25.5 / 34
li1: 4733 / - / -
No activity file was given, so power comes from the tool's default toggle rates.
